$ cat /design/flow/config.mk
export PLATFORM = sky130hd
export DESIGN_NAME = reg_file
export DESIGN_NICKNAME = reg_file
export VERILOG_FILES = /design/flow/design.v
export SDC_FILE = /design/flow/constraint.sdc
export NUM_CORES = 4
export LEC_CHECK = 1
export CORE_UTILIZATION = 50
$ cat /design/flow/constraint.sdc
current_design reg_file

set clk_period 2.7
set clk_io_pct 0.2

create_clock -name clk0 -period $clk_period [get_ports {CLK}]

set non_clock_inputs [all_inputs -no_clocks]
set_input_delay [expr $clk_period * $clk_io_pct] -clock clk0 $non_clock_inputs
set_output_delay [expr $clk_period * $clk_io_pct] -clock clk0 [all_outputs]
$ cat /design/flow/design.v
module reg_file(IN,OUT1,OUT2,INADDRESS,OUT1ADDRESS,OUT2ADDRESS, WRITE, CLK, RESET);
    input [7:0] IN;
    input [2:0] OUT1ADDRESS, OUT2ADDRESS, INADDRESS;
    output [7:0] OUT1, OUT2;
    input WRITE, CLK, RESET;
    reg [7:0] registers[7:0];
    reg [7:0] out1_reg;
    reg [7:0] out2_reg;
    assign OUT1 = out1_reg;         
    assign OUT2 = out2_reg;
    always @(posedge CLK)
    begin
        if (RESET)  
        begin
            registers[0] <= #1 8'b0;
            registers[1] <= #1 8'b0;
            registers[2] <= #1 8'b0;
            registers[3] <= #1 8'b0;
            registers[4] <= #1 8'b0;
            registers[5] <= #1 8'b0;
            registers[6] <= #1 8'b0;
            registers[7] <= #1 8'b0;
        end
        else if (WRITE)  
        begin
            registers[INADDRESS] <= #1 IN;  
        end
        else   
        begin    
            out1_reg <= #2 registers[OUT1ADDRESS];       
            out2_reg <= #2 registers[OUT2ADDRESS];
        end
    end
endmodule
$ cat /design/flow/run.sh
#!/bin/bash
# OpenROAD 26Q1-2900-gdf79404cd8, Yosys 0.63+post, stock flow scripts
make -C /OpenROAD-flow-scripts/flow DESIGN_CONFIG=/design/flow/config.mk WORK_HOME=/design/flow/orfs finish
==> results.ini <==
[timing]
finalSetupTns_ns = 0
fmax_mhz = 502
drv_slew = 0
max-slew-margin-rel = 0.711
period_needed_ns = 1.99
finClkSkew_ns = 0.00697
rsz0062_at_grt = false
setup_viol = 0
post-route-period-util = 0.738
finalHoldViolCount = 0
tightest_slew_ns = 0.432

[worst_setup_path]
crit_buf_inv = 2
cp.arrival_ns = 2.08
path_cells = clkdlybuf4s50_1 > buf_12 > mux4_1 > mux2_2
max_stage_delay_ns = 0.57
cp_data_required_time_ns = 2.79
critPathTopFamily = multiplexers
critPathLaunch = OUT1ADDRESS[0]
cp_slowest_cell = mux4_1
worst-r2r-setup-slack_ns = 1.21
rr_startpoint = registers[3][0]
r2r_cells = 2
criticalPathCategory = in2reg
path_max_fanout = 16
critPathLaunchType = input pin
path_depth = 4
cp-end-kind = flop

[die]
die-width_um = 91.6
fp_util = 0.520
die_h_um = 91.6
dieArea_mm2 = 0.00839
num_rows = 32
top_level_ports = 36
core_mm2 = 0.00773

[global_route]
grt_max_degree = 19
antenna_found_initial = 0
grt-ovfl-total = 0
grt_usage = 0.218
grt_first_pass_wirelength_mm = 12.5
grt_pass1_vias = 2364

[clock_tree]
clk_latency_ns = 0.34
cts_tree = built
clock_sinks = 80
cts_max_level = 3
numCtsBuffers = 9
cts.reportedPaths.clkPinSlew_ns = 0.08
hold_buffers = 0
clk_path_buf_depth = 2
root_buffer = clkbuf_8
ctsResizeCount = 0
post-cts-setup-buffer-count = 0

[routing]
post_drt_wl_per_cell_um = 19.5
ant_nets = 0
vias = 2291
n_antenna_cell = 0
postRouteWirelength_mm = 7.60
drtIter0Drc = 46
drt-pass1-iter-count = 4
drc = 0
vias_per_cell = 5.89

[pwr]
p_per_area_mw_per_mm2 = 581
power_mw = 2.76
ir_worst_vdd_uv = 365
p_leak_nw = 1.57

[synthesis]
synth_cell_types = 18
yosys-stat-area_mm2 = 0.00402
synth_seq_share = 0.598
ys_cells = 240
numSynthFlops = 80
synth_cells = 240
synth_area_per_cell_um2 = 16.7
ys_warn_count = 1
synth_area_mm2 = 0.00402

[finish]
stdcell_count = 389
area.growth.synth_to_final_pct = 18.2
largest_reg_flops = 64
final_layout_size_suffix_gt1_frac = 0.199
fin_area_mm2 = 0.00475

[place]
postPlaceCellArea_mm2 = 0.00453
dp_cells = 373
port_buffers = 35
routabilityCongestion = 0.829
hpwl_mm = 5.53

[run_status]
status = completed

[run]
warnings = 25
cap_viol_max_count = 0

[min_path]
hold_path_class = reg2reg
hp-start = registers[7][3]
min_delay_path_depth = 2

stage by stage:
step / utilization / hold WS, ns / setup slack [ns]
after floorplan: - / 0.734 / 0.558
after global placement: 0.586 / 0.773 / 0.342
after detailed placement: 0.586 / 0.772 / 0.322
after CTS: 0.614 / 0.798 / 0.690
after global routing: 0.614 / 0.829 / 0.575
final: 0.614 / 0.795 / 0.708
layout by cell type, fill, tap and decap left out, types with 2 or more instances in the layout:
cell	count
clkdlybuf4s50_1	35
mux2_2	16
nor3_1	64
buf_4	19
bufinv_16	2
o21bai_1	8
nand2b_1	2
mux4_2	3
buf_12	2
clkinvlp_4	2
mux4_1	29
edfxtp_1	80
clkbuf_8	9
clkinv_1	8
power breakdown:
group	total [mW]	switching (mW)	internal, mW
combinational	0.313	0.133	0.180
clock	0.955	0.429	0.526
sequential	1.49	0.0407	1.45
total	2.76	0.603	2.16
cell usage after synthesis:
library cell,n,share of area
edfxtp_1,80,0.60
nor3_1,64,0.080
mux4_1,29,0.19
mux2_2,16,0.045
clkbuf_1,11,0.010
clkinv_1,8,0.0075
o21bai_1,8,0.015
buf_2,7,0.0087
buf_1,3,0.0028
mux4_2,3,0.017
buf_12,2,0.010
buf_6,2,0.0056
nand2b_1,2,0.0031
nand2_1,1,0.00093
nand3b_1,1,0.0019
nor2_1,1,0.00093
or2_2,1,0.0016
or3b_2,1,0.0022
per-layer routing:
metal  vias up  track usage  share of wire
met3         9        0.111           0.11
li1       1080            -              -
met5         -       0.0449         0.0059
met1      1105        0.389           0.45
met2        95        0.282           0.43
met4         2       0.0251          0.011
worst paths after layout:
kind	end
min reg2reg	out1_reg[3]
max reg2reg	out1_reg[0]
min	out1_reg[3]
max	out1_reg[5]
worst reg2reg max path, delay by kind of cell, from the launching register on:
family	cells	cell delay [ns]
flip-flops	1	0.43
multiplexers	2	0.81
cell families (layout without fill, tap and decap cells):
logic type	Yosys count	in the layout	share of synthesized area
buf+inv	33	80	0.0449
mux	48	48	0.251
compound gates	8	8	0.0150
simple gates	71	71	0.0904
flops	80	80	0.598
final cells by class:
class,count,area [µm²]
flip-flops and latches,80,2400
repair buffers,56,533
clock buffers,10,128
well taps,102,128
inverters,8,30.0
multi-input cells,127,1430
fillers,573,2980
clock inverters,6,92.6
Power is estimated from default activity; no workload was simulated.
